==> flow/design.v <==
interface master_intf;
    logic clk;
    logic nrst;
    logic valid;
    logic ready;
    logic [3:0] length;
    logic [7:0] source;
    logic [7:0] destination;
    modport drv (
        output valid, length, source, destination,
        input nrst, clk, ready
       );
    modport mon (
        input nrst, clk, valid, length, source, destination,
        input ready
       );
endinterface
module counter (rst, clk, count);
    output reg [4:0] count;
    input rst, clk;
    always_ff @(posedge clk)
    begin
        if (!rst)
            count <= count + 1'b1;
        else 
            count <= 5'b0;
    end
endmodule
==> flow/run.sh <==
#!/bin/bash
# OpenROAD 26Q1-2900-gdf79404cd8, Yosys 0.63+post, stock flow scripts
make -C /OpenROAD-flow-scripts/flow DESIGN_CONFIG=/design/flow/config.mk WORK_HOME=/design/flow/orfs finish
==> flow/config.mk <==
export PLATFORM = sky130hd
export DESIGN_NAME = counter
export DESIGN_NICKNAME = counter
export VERILOG_FILES = /design/flow/design.v
export SDC_FILE = /design/flow/constraint.sdc
export NUM_CORES = 4
export LEC_CHECK = 1
export CORE_AREA = 10 10 70 70
export DIE_AREA = 0 0 80 80
==> flow/constraint.sdc <==
current_design counter

set clk_period 1.7
set clk_io_pct 0.2

create_clock -name clk0 -period $clk_period [get_ports {clk}]

set non_clock_inputs [all_inputs -no_clocks]
set_input_delay [expr $clk_period * $clk_io_pct] -clock clk0 $non_clock_inputs
set_output_delay [expr $clk_period * $clk_io_pct] -clock clk0 [all_outputs]
==> results.cfg <==
; flow metrics
[run_status]
status = finished clean

[placed_design]
post-place-cells = 70
place_congestion = 0.723
io_buffers = 6
dp_hpwl_microns = 394
dpl_worst_slack_ns = 0.292

[synthesis]
synth_cells = 18
ys_chip_area_sq_um = 195
synth-seq-area-share_pct = 51.3
async_flop_share_pct = 0
synth_top_area_share_pct = 51.3
yosysUniqueCellTypes = 7
ys_warn_count = 1
common_cells = dfxtp_1, nor2_1, nor2b_1
synth-edff-count = 0
area_leaders = dfxtp_1, mux2_4, nor2b_1, nor2_1, ha_1
yosysCellCount = 18
netlist_area_sq_um = 195
yosysMostFrequentCell = dfxtp_1
syn_area_per_cell_sq_um = 10.8
top_area_cell = dfxtp_1
ys_ff = 5
flop_cell = dfxtp_1

[sta]
slew_viol_final = 0
holdWs_ns = 0.476
final.setup.tns_ns = 0
hold_violations = 0
fin_crit_sh_pct = 87.7
slew_headroom_pct = 82.4
skew_ns = 0.00321
worst_slack_ns = 0.210
fmax_ghz = 0.671
fin_crit_ns = 1.49
setup_viol = 0
rsz0062_at_grt = no
tightest_slew_ns = 0.263

[global_routing]
grt_usage_pct = 1.93
grt_pass1_vias = 164
grt-ovfl-total = 0
grt_pass1_wl_microns = 855
grt_antenna_before_repair = 0
grt_max_degree = 8

[min_path]
worstHoldStart = count[0]$_SDFF_PP0_
hold_path.class = flip-flop to flip-flop
holdPathEnd = count[0]$_SDFF_PP0_
min_path_cells = 1

[drt]
wl_met2_microns = 132
num_antenna_cells = 0
num_vias = 159
drt_pass1_iterations = 2
ant_nets = 0
drc = 0
drt-total-wl_microns = 522
met3_wirelength_microns = 192
viasPerCell = 2.15
highest_layer = met3
wire_per_inst_microns = 7.05
drtIter0Drc = 2
wirelength_met1_microns = 197

[worst_setup_path]
cp_slowest_cell = clkdlybuf4s50_1
crit_path_end_kind = output pin
r2r_cells = 3
rrSetupSlack_ns = 0.58
arrival_ns = 1.15
r2r-start = count[0]$_SDFF_PP0_
cp_num_buf_inv = 1
cpPeakStageDelay_ns = 0.52
crit_type = flip-flop to output pin
crit_family = buffers and inverters
cp_max_fo = 4
path_cells = clkdlybuf4s50_1
cp_data_required_time_ns = 1.36
r2r-end = count[4]$_SDFF_PP0_
startpoint_type = flip-flop

[clock_tree]
cts_buffers = 3
clock_path_buffers = 2
clk_pin_slew_worst_paths_ns = 0.04
cts.sinks = 5
worstSkewPairLatency_ns = 0.24
cts_tree = built
hold_buffers = 0
post_cts_buffers = 0
ctsResizeCount = 0
cts_root_buf = clkbuf_4
h-tree-depth = 1

[floorplanning]
die_y_microns = 80
core_area_sq_mm = 0.00342
io_pins = 7
die_width_microns = 80
initCoreUtil_pct = 5.71
die_area_sq_mm = 0.00640
rows = 21

[final_layout]
fin_cells = 74
fillers = 397
syn_to_final_growth_pct = 73.7
reg_top3 = count x5
layout-drive-gt1-share_pct = 17.9
largest_register = count
largest_reg_flops = 5

[run]
max_cap_viol_count = 0
openroad.warnings = 25

[power_and_ir_drop]
p_leak_nw = 0.123
power_density_mw_per_mm2 = 876
ir_drop_uv = 197
==> worst max-delay path by stage <==
stage / from / to / slack, ns / cells after the start
4_1_cts: count[0]$_SDFF_PP0_ / count[0] / 0.21 / 1
5_1_grt: count[0]$_SDFF_PP0_ / count[0] / 0.15 / 1
6_report: count[0]$_SDFF_PP0_ / count[0] / 0.21 / 1
==> stage by stage <==
step / cell area, sq um / utilization, % / power (mW)
floorplan: 195 / - / 0.138
CTS: 339 / 9.93 / 0.301
finish: 339 / 9.93 / 0.297
global placement: 313 / 9.16 / 0.157
global route: 339 / 9.93 / 0.315
detailed placement: 313 / 9.16 / 0.158
==> routing by layer <==
metal / GRT usage, % / vias up
met5: 0 / -
met4: 0.352 / 0
met3: 3.86 / 0
met2: 1.61 / 12
met1: 1.81 / 69
li1: - / 78
==> cells in the final DEF, fill, tap and decap left out <==
master and instances:
ha_1 1, clkbuf_1 1, dfxtp_1 5, clkbuf_4 3, mux2_4 2, nand3_1 2, nor2_1 4, xnor2_1 1
nor2b_1 3, clkdlybuf4s50_1 6
==> where the power goes <==
part	internal, mW	total (mW)	switching (mW)
combinational	0.0177	0.0269	0.00923
sequential	0.124	0.130	0.00621
clock	0.0889	0.140	0.0513
==> cells by family after synthesis <==
group / after synthesis / synth area share (%)
adder cells (fa/ha/maj): 1 / 6.41
flip-flops: 5 / 51.3
XOR/XNOR: 1 / 4.49
multiplexers: 2 / 15.4
AND/OR/NAND/NOR: 9 / 22.4
==> layout make-up <==
type | instances | area [sq um] | area share (%)
Timing Repair Buffer | 6 | 60.1 | 17.7
Sequential cell | 5 | 100 | 29.5
Multi-Input combinational cell | 13 | 95.1 | 28.0
Tap cell | 46 | 57.6 | 17.0
Clock buffer | 4 | 26.3 | 7.75
Power and IR drop assume default switching activity.
