==> flow/design.v <==
interface master_intf;
    logic clk;
    logic nrst;
    logic valid;
    logic ready;
    logic [3:0] length;
    logic [7:0] source;
    logic [7:0] destination;
    modport drv (
        output valid, length, source, destination,
        input nrst, clk, ready
       );
    modport mon (
        input nrst, clk, valid, length, source, destination,
        input ready
       );
endinterface
module apb_master(
      nrst, clk,  
      valid, ready, source, destination, length,   
      psel0, pready0, penable0, pwrite0, pwdata0, prdata0, perr0, paddr0,
      psel1, pready1, penable1, pwrite1, pwdata1, prdata1, perr1, paddr1
        );
    input logic nrst;
    input logic clk;
    input logic valid;
    output logic ready;
    input [7:0] source;
    input [7:0] destination;
    input [3:0] length;
    output logic psel0;
    input logic pready0;
    output logic penable0;
    output logic pwrite0;
    output logic [7:0] pwdata0;
    input logic [7:0] prdata0;
    input logic perr0;
    output logic [7:0] paddr0;
    output logic psel1;
    input logic pready1;
    output logic penable1;
    output logic pwrite1;
    output logic [7:0] pwdata1;
    input logic [7:0] prdata1;
    input logic perr1;
    output logic [7:0] paddr1;
    logic pready; 
    logic [7:0] prdata; 
    logic pwrite;
    logic [7:0]pwdata;
    logic penable;
    logic [7:0] paddr;
    assign pready = psel0? pready0:pready1;
    assign prdata = psel0? prdata0:prdata1;
    assign pwrite0 = pwrite; 
    assign pwrite1 = pwrite; 
    assign pwdata0 = pwdata;
    assign pwdata1 = pwdata;
    assign paddr0 = paddr;
    assign paddr1 = paddr;
    assign penable0 = penable;
    assign penable1 = penable;
    apb_master_fsm mfsm0 (
         .*
                 );
endmodule
module apb_master_fsm (
      nrst, clk,  
      valid, ready, source, destination, length,   
      psel0, psel1, pready, penable, pwrite, prdata, pwdata, paddr 
                  );
    input nrst, clk;
    input valid;
    input logic [7:0] source, destination; 
    input logic [3:0] length ;
    output ready;  
    output logic penable, pwrite;
    output logic [7:0] pwdata;
    input pready;
    input logic [7:0] prdata;
    output logic psel0, psel1;
    output logic [7:0] paddr;
    typedef enum logic [2:0] { 
             IDLE, 
             DMA_RD_SETUP, 
             DMA_RD_ACCESS,
             DMA_WR_SETUP,
             DMA_WR_ACCESS,
             FINISH_TXN
                       } states_t;
    logic [3:0] wr_count;
    logic [7:0] captured_data;
    states_t state, next_state;
    assign ready = (state == FINISH_TXN) ;
    always_comb 
    begin
        next_state = state;
        case (state)
            IDLE:
                if (valid==1 && length != 4'b0)
                    next_state = DMA_RD_SETUP;
            DMA_RD_SETUP:
                next_state = DMA_RD_ACCESS;
            DMA_RD_ACCESS:
                if (pready) next_state = DMA_WR_SETUP;
            DMA_WR_SETUP:
                next_state = DMA_WR_ACCESS;
            DMA_WR_ACCESS:
                if (pready)
                begin
                    if (length == wr_count) next_state = FINISH_TXN;
                    else next_state = DMA_RD_SETUP;
                end
            FINISH_TXN:
                next_state = IDLE;
        endcase
    end
    always @(posedge clk)
    begin
        if (!nrst) 
        begin
            state <= IDLE;
            wr_count <= 0;
            penable <= 0;
        end
        else
        begin
            state <= next_state;
            case (state)
                IDLE: 
                    ;
                DMA_RD_SETUP:
                    begin
                        if (source[7] == 0)
                        begin
                            psel0 <= 1;
                            psel1 <= 0;
                        end
                        else
                        begin
                            psel0 <= 0;
                            psel1 <= 1;
                        end
                        paddr <= source + wr_count;
                        pwrite <= 0;  
                        penable <= 0; 
                     end
                DMA_RD_ACCESS:
                    begin
                        penable <= 1;
                        if (pready == 1)
                        begin
                            captured_data <= prdata;
                        end
                    end 
                DMA_WR_SETUP:
                    begin
                        penable<=0;
                        wr_count <= wr_count + 1'b1;
                        paddr <= 128 ^ destination + wr_count;
                        if (destination[7] == 0)
                        begin
                            psel0 <= 1;
                            psel1 <= 0;
                        end
                        else
                        begin
                            psel0 <= 0;
                            psel1 <= 1;
                        end
                        pwrite <= 1;
                        pwdata <= captured_data;
                    end 
                DMA_WR_ACCESS:
                    begin
                        penable <= 1;
                    end 
                FINISH_TXN:
                    begin
                        penable <=0;
                        psel0<=0; psel1<=0; 
                        wr_count <= 0;
                    end
                default:
                    ;
            endcase
        end
    end
endmodule
==> flow/run.sh <==
#!/bin/bash
# OpenROAD 26Q1-2900-gdf79404cd8, Yosys 0.63+post, stock flow scripts
make -C /OpenROAD-flow-scripts/flow DESIGN_CONFIG=/design/flow/config.mk WORK_HOME=/design/flow/orfs finish
==> flow/config.mk <==
export PLATFORM = sky130hd
export DESIGN_NAME = apb_master
export DESIGN_NICKNAME = apb_master
export VERILOG_FILES = /design/flow/design.v
export SDC_FILE = /design/flow/constraint.sdc
export NUM_CORES = 4
export LEC_CHECK = 1
export CORE_AREA = 10 10 113 113
export DIE_AREA = 0 0 123 123
==> flow/constraint.sdc <==
current_design apb_master

set clk_period 4.0
set clk_io_pct 0.2

create_clock -name clk0 -period $clk_period [get_ports {clk}]

set non_clock_inputs [all_inputs -no_clocks]
set_input_delay [expr $clk_period * $clk_io_pct] -clock clk0 $non_clock_inputs
set_output_delay [expr $clk_period * $clk_io_pct] -clock clk0 [all_outputs]
==> ci_impl_report.md <==
## Synthesis and layout report

| Metric | Value |
|---|---|
| HP Class | `flip-flop to flip-flop` |
| Final Hold Viols | `0` |
| Critical path type | `input port to flip-flop` |
| Synth flops | `38` |
| CTS Hold Bufs | `0` |
| CP required | `4030 ps` |
| Seq/Total Area, Yosys | `0.497` |
| CP Cell Sequence | `clkdlybuf4s50_1 -> ha_1 -> inv_1 -> fa_1 -> nor2b_1 -> o21a_1 -> o211ai_1 -> xor2_1 -> a21oi_1` |
| Sum of buffers and inverters on the critical path | `2` |
| Post-Syn Instances | `178` |
| I/O Buffers | `79` |
| Leakage | `1.07 nW` |
| CTS max path bufs | `2` |
| Cell accounting for the most synthesized area | `edfxtp_1` |
| Iteration-0 DRC Markers | `47` |
| CTS tree | `done` |
| Yosys cell count | `178` |
| Vias in the first global route | `1517` |
| Critical Path AT | `2580 ps` |
| Final Skew | `5.93 ps` |
| Grt peak-use layer | `met2` |
| Tool warning count | `27` |
| Unrepaired setup endpoints after global routing | `no` |
| Antenna Cells | `0` |
| Initial antenna violation count | `0` |
| Layout area overhead | `44.6%` |
| Tightest Pin Transition | `554 ps` |
| Pwr/cell area | `285 nW/um^2` |
| Top area contributor share | `0.391` |
| FFs w/ async S/R, synth | `0` |
| Avg Cell Area, Syn | `11.7 um^2` |
| Global-route wire length before repair | `7710 um` |
| Clock sinks | `38` |
| Post-synth top flop | `edfxtp_1` |
| Vias/cell | `3.93` |
| Yosys Warn Count | `1` |
| Area of the mapped netlist | `2070 um^2` |
| DP HPWL | `4240 um` |
| Pre-antenna DRT Iters | `4` |
| Power, Total | `0.000854 W` |
| Final Cycle Share | `0.639` |
| All-layer global routing usage | `0.0650` |
| Crit Path Max Fanout | `3` |
| Clock Pin Slew Worst Setup and Hold Paths | `70 ps` |
| Delay-heaviest family, CP | `adder cells` |
| Later-pin clock latency in the skew report | `290 ps` |
| Worst rel slew slack | `0.631` |
| Row count | `37` |
| Count of library flops with an enable pin | `27` |
| Most frequent cell after synthesis | `edfxtp_1` |
| Die Wd | `123 um` |
| Placer Congestion | `0.796` |
| Fp util | `0.201` |
| Worst path max stage delay | `460 ps` |
| Avg WL per Cell | `13.6 um` |
| Post-DRT Antenna Nets | `0` |
| Post-CTS sizing | `0` |
| Layout filler cell count | `1024` |
| Die y size | `123 um` |
| Core box area | `10300 um^2` |
| Layout cells sized above 1 | `0.0816` |
| Min Clock Period, post-route | `2560 ps` |
| Routed vias | `1498` |
| CP endpoint kind | `flip-flop` |
| Routing usage on met1 | `0.0826` |
| Worst vdd ir | `0.192 mV` |
| Commonest cells post-synth | `27 x edfxtp_1, 18 x buf_4, 12 x xor2_1, 11 x dfxtp_1` |
| Number of remaining DRC errors | `0` |
| Chip Area, Yosys | `2070 um^2` |
| Largest net degree at the start of global routing | `22` |
| Total CTS buffers | `5` |
| Routed WL | `5180 um` |
| Final Slew Violations | `0` |
| H-tree depth | `2` |
| IO Pins | `82` |
| Cell area leaders | `edfxtp_1 39%, dfxtp_1 11%, buf_4 6.5%` |
| Routing usage on met2 | `0.112` |
| CTS Root Cell | `clkbuf_8` |
| Status | `complete, no violations` |
| Netlist cell types | `41` |
| Met3 GRT Util | `0.0162` |
| Max Clk Rate | `391 MHz` |
| Critical path launch point type | `input port` |
| Sum Neg Setup Slack | `0 ps` |
| MaxCap Viol Count | `0` |
| Final setup fails | `0` |
| Slowest-stage cell, CP | `clkdlybuf4s50_1` |
| Grt total ovfl | `0` |
| Buffer count from post-CTS setup fixing | `0` |
| Die ar. | `15100 um^2` |
logic make-up (layout without fill, tap and decap cells):
| kind of cell | after synthesis | after routing | share of synthesized area |
|---|---|---|---|
| DFF | 38 | 38 | 0.497 |
| xor gates and xnor gates | 13 | 13 | 0.0549 |
| AOI/OAI and AO/OA | 35 | 35 | 0.118 |
| adders and majority gates | 11 | 11 | 0.0736 |
| muxes | 14 | 14 | 0.0736 |
| and+or+nand+nor | 39 | 39 | 0.0989 |
| buffers and inverters | 28 | 95 | 0.0844 |
worst register-to-register path: stages, from the launching register on:
cell	delay [ps]
dfxtp_1	480
ha_1	280
inv_1	70
fa_1	410
nor2b_1	140
o21a_1	180
o211ai_1	110
xor2_1	140
a21oi_1	80
power breakdown:
group | switching [W] | total (W) | internal (W)
sequential | 0.00000586 | 0.000436 | 0.000430
combinational | 0.0000338 | 0.000102 | 0.0000680
clock | 0.000130 | 0.000316 | 0.000187
final timing paths:
check | start | end | depth (start not counted) | slack [ps]
worst max register to register | mfsm0.wr_count[0] | mfsm0.paddr[6] | 8 | 1870
worst max-delay path | destination[0] | mfsm0.paddr[6] | 9 | 1440
worst min-delay path | mfsm0.captured_data[7] | mfsm0.pwdata[7] | 0 | 420
worst min register to register | mfsm0.captured_data[7] | mfsm0.pwdata[7] | 0 | 420
area by class of cell:
class                      count  area, um^2  share of cell area
clock buffer                   7        76.3              0.0254
clock inverter                 1        30.0              0.0100
inverter                       7        26.3             0.00876
multi-input combinational    112         868               0.289
sequential                    38        1030               0.344
tap                          136         170              0.0567
timing repair buffer          80         798               0.266
flip-flops by register name, indices dropped and copies added (netlist names):
signal,count
mfsm0.captured_data,8
mfsm0.paddr,8
mfsm0.penable,1
mfsm0.psel0,1
mfsm0.psel1,1
mfsm0.pwdata,8
mfsm0.pwrite,1
mfsm0.state,6
mfsm0.wr_count,4
per-layer routing:
metal  vias to the layer above  part of all wire
met1                       682              0.43
met5                         -                 0
met2                        46              0.47
met3                         5             0.074
met4                         0             0.019
li1                        765                 -
metrics by stage:
stage	hold WS (ps)	setup WS, ps	instances	util	instance area (um^2)
finish	421	1440	381	0.291	3000
global route	427	1320	381	0.291	3000
CTS	424	1450	381	0.291	3000
detailed placement	406	1140	373	0.280	2890
global placement	400	1150	373	0.280	2890
floorplan	400	1770	178	-	2070
cells in the final DEF, fill, tap and decap left out, types with 3 or more instances in the layout:
cell / count
edfxtp_1: 27
nand2_1: 5
nor4_1: 3
nor2_1: 10
a21oi_1: 7
clkdlybuf4s50_1: 79
mux2_2: 10
nor2b_1: 3
inv_1: 7
ha_1: 9
a21o_1: 3
mux2i_1: 4
nor3_1: 3
xor2_1: 12
o21a_1: 3
o21ai_0: 7
clkbuf_8: 5
nand2b_1: 5
dfxtp_1: 11
Power and IR drop assume default switching activity.
